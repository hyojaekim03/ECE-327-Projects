**flow/config.mk**
```make
export PLATFORM = sky130hd
export DESIGN_NAME = dot8
export DESIGN_NICKNAME = dot8
export VERILOG_FILES = /design/flow/design.v
export SDC_FILE = /design/flow/constraint.sdc
export NUM_CORES = 4
export LEC_CHECK = 1
export CORE_UTILIZATION = 40
```
**flow/constraint.sdc**
```tcl
current_design dot8

set clk_period 9.6
set clk_io_pct 0.2

create_clock -name clk0 -period $clk_period [get_ports {clk}]

set non_clock_inputs [all_inputs -no_clocks]
set_input_delay [expr $clk_period * $clk_io_pct] -clock clk0 $non_clock_inputs
set_output_delay [expr $clk_period * $clk_io_pct] -clock clk0 [all_outputs]
```
**flow/design.v**
```verilog
module dot8 # (
    parameter IWIDTH = 8,
    parameter OWIDTH = 32
)(
    input clk,
    input rst,
    input signed [8*IWIDTH-1:0] vec0,
    input signed [8*IWIDTH-1:0] vec1,
    input ivalid,
    output signed [OWIDTH-1:0] result,
    output ovalid
);
logic signed [IWIDTH-1:0] r_input_a [7:0];
logic signed [IWIDTH-1:0] r_input_b [7:0];
logic signed [2*IWIDTH-1:0] r_stage_1 [7:0];
logic signed [2*IWIDTH-1:0] r_stage_2 [3:0];
logic signed [OWIDTH-1:0] r_stage_3 [1:0];
logic signed [OWIDTH-1:0] r_out;
logic r_ovalid [4:0];
logic r_ivalid [4:0];
integer i; 
always_ff @ (posedge clk) begin
    if (rst) begin
        for (i = 0; i < IWIDTH; i = i + 1) begin
            r_input_a[i] <= 0;
            r_input_b[i] <= 0;
            r_stage_1[i] <= 0;
        end
        for (i=0; i < IWIDTH/2; i = i+1) begin
            r_stage_2[i] <= 0;
        end
        for (i=0; i < IWIDTH/4; i = i+1) begin
            r_stage_3[i] <= 0;
        end
        for (i = 0; i < 5; i = i+1) begin
            r_ivalid[i] <= 0;
        end
        r_out <= 0;
    end else begin
        r_ivalid[0] <= ivalid;
        for (int i = 1; i < 5; i += 1) begin
            r_ivalid[i] <= r_ivalid[i-1];
        end
    r_input_a[0] <= vec0[0*IWIDTH +: IWIDTH];
    r_input_a[1] <= vec0[1*IWIDTH +: IWIDTH];
    r_input_a[2] <= vec0[2*IWIDTH +: IWIDTH];
    r_input_a[3] <= vec0[3*IWIDTH +: IWIDTH];
    r_input_a[4] <= vec0[4*IWIDTH +: IWIDTH];
    r_input_a[5] <= vec0[5*IWIDTH +: IWIDTH];
    r_input_a[6] <= vec0[6*IWIDTH +: IWIDTH];
    r_input_a[7] <= vec0[7*IWIDTH +: IWIDTH];
    r_input_b[0] <= vec1[0*IWIDTH +: IWIDTH];
    r_input_b[1] <= vec1[1*IWIDTH +: IWIDTH];
    r_input_b[2] <= vec1[2*IWIDTH +: IWIDTH];
    r_input_b[3] <= vec1[3*IWIDTH +: IWIDTH];
    r_input_b[4] <= vec1[4*IWIDTH +: IWIDTH];
    r_input_b[5] <= vec1[5*IWIDTH +: IWIDTH];
    r_input_b[6] <= vec1[6*IWIDTH +: IWIDTH];
    r_input_b[7] <= vec1[7*IWIDTH +: IWIDTH];
    for (i = 0; i < IWIDTH; i = i+ 1) begin
        r_stage_1[i] <= $signed(r_input_a[i]) * $signed(r_input_b[i]);
    end
    r_stage_2[0] <= $signed(r_stage_1[0]) + $signed(r_stage_1[1]);
    r_stage_2[1] <= $signed(r_stage_1[2]) + $signed(r_stage_1[3]);
    r_stage_2[2] <= $signed(r_stage_1[4]) + $signed(r_stage_1[5]);
    r_stage_2[3] <= $signed(r_stage_1[6]) + $signed(r_stage_1[7]);
    r_stage_3[0] <= $signed(r_stage_2[0]) + $signed(r_stage_2[1]);
    r_stage_3[1] <= $signed(r_stage_2[2]) + $signed(r_stage_2[3]);
    r_out <= $signed(r_stage_3[0]) + $signed(r_stage_3[1]);
    end  
end    
assign result = r_out;
assign ovalid = r_ivalid[4];
endmodule
```
**flow/run.sh**
```bash
#!/bin/bash
# OpenROAD 26Q1-2900-gdf79404cd8, Yosys 0.63+post, stock flow scripts
make -C /OpenROAD-flow-scripts/flow DESIGN_CONFIG=/design/flow/config.mk WORK_HOME=/design/flow/orfs finish
```
==> results_slide.txt <==
Key Metrics from the Run

Outcome
  – Status: finished, final reports clean

Logic synthesis
  – Flip-flops with a built-in enable: 0
  – Ao+oa area frac: 7.87%
  – Post-synth mux share: 0.622%
  – Main flop type: dfxtp_1
  – Simple Share, Synth: 18.0%
  – Synth Warn #: 7
  – Adders+Majority by Area: 38.4%
  – Xor/xnor share of the synthesized area: 4.48%
  – Syn Area/Cell: 9.43 sq um
  – Yosys Instances: 3648
  – Synthesized instance count: 3648
  – Unique masters post-synth: 64
  – Synthesized area: 34400 sq um
  – Sequential area share after synthesis: 22.8%
  – Post-synth regs: 391
  – Top comb family, area: adder cells
  – Asr flop ratio synth: 0%
  – YS chip area: 34400 sq um

Finish
  – Fillers: 8115
  – Synth-to-layout area growth: 13.8%
  – Proportion of layout cells with a drive suffix above 1: 3.53%
  – Cell area after layout: 39100 sq um

Die
  – Number of top-level pins: 164
  – # rows: 107
  – Die Area: 87100 sq um
  – Die Height: 295 microns
  – Die width: 295 microns
  – Core area: 85100 sq um
  – Fp util: 40.4%

CTS
  – CTS Sinks: 391
  – Max Root-Sink Buffers: 3
  – Post-CTS Hold Fix Bufs: 0
  – Clock buffer count from CTS: 48
  – Root Buffer: clkbuf_16
  – CTS tree: built
  – Postcts setup bufs: 0
  – Post-CTS sizing: 0
  – Latency at later pin: 0.59 ns
  – CTS H-tree depth: 2
  – CTS clock-pin slew for the worst setup and hold paths: 0.06 ns

Global route
  – Total GRT Usage: 16.6%
  – Vias in the first global route: 23400
  – Initial antenna violation count: 0
  – First-pass GRT wire length: 113000 microns
  – Grt total ovfl: 0
  – Largest net degree at the start of global routing: 125

Worst setup path
  – Reg2Reg Setup Slack: 5.05 ns
  – CP Capture Type: register
  – Critical path arrival: 4.99 ns
  – CP required: 10.05 ns
  – R2r startpoint: r_input_b[0][2]
  – Critical path origin: r_input_b[0][2]
  – WS Path Type: reg2reg
  – Worst-path maximum fanout: 8
  – CP Launch Type: register

Placement
  – I/O Buffers: 163
  – Post-DP Area: 37300 sq um
  – DP Wirelength: 52600 microns
  – Gpl congestion: 0.881

Routing
  – Vias: 22800
  – Starting DRC count in detailed routing: 669
  – DR DRC count: 0
  – Vias per Instance: 4.57
  – Antenna viol nets, final: 0
  – N_diodes: 0
  – Final wirelength: 65200 microns
  – WL per Instance: 13.0 microns
  – 1st-pass router iterations: 20

Final timing
  – Setup_tns: 0 ns
  – Worst Max-Slew Pin Slew: 0.876 ns
  – RSZ-0062 raised after global routing: false
  – Max Clk Rate: 0.220 GHz
  – Worst Skew: 0.0190 ns
  – Slew Viols, Final: 0
  – Worst slew margin: 40.1%
  – Endpoints failing hold: 0
  – Period minus WS final: 4.55 ns
  – Crit share post-route: 47.3%
  – Endpoints failing setup: 0

Job
  – # Max-Cap Violations: 0
  – Tool warnings: 27

Power
  – Worst vdd ir: 0.169 mV
  – Static Leak: 18.7 nW
  – Power per cell area: 161 nW/um^2
  – Tot Pwr: 6.31 mW

Hold path
  – Hold Startpoint: r_ivalid[2]
  – Hold crit path type: reg2reg
[worst max-delay path, cell delays in order, from the launching register on]
cell and delay, ns:
dfxtp_1 0.38, and2_1 0.20, fa_1 0.54, inv_1 0.06, fa_1 0.53, inv_1 0.05
fa_1 0.47, inv_1 0.05, fa_1 0.49, inv_1 0.05, ha_1 0.33, a21oi_1 0.23
o21bai_1 0.11, a2111o_1 0.45, a41oi_1 0.25, xor2_1 0.17, nor2_1 0.06
[state kept, by name (all words and copies together) (netlist names)]
register / flops
r_out: 32
r_input_a: 64
r_input_b: 64
r_stage_3: 34
r_ivalid: 5
r_stage_2: 64
r_stage_1: 128
[final timing paths]
check,cells after the start,endpoint
setup / recovery,16,r_stage_1[0][14]
hold reg to reg,1,r_ivalid[3]
setup reg to reg,16,r_stage_1[0][14]
hold / removal,1,r_ivalid[3]
[cell usage after synthesis (all sizes together), types with 3 or more instances]
library cell	n	area, sq um
nor2b	264	1650
o31ai	14	110
o31a	5	43.8
a2111oi	14	154
and2	335	2100
a31oi	9	56.3
a21o	62	465
nor3	64	320
a32oi	3	26.3
buf	6	22.5
inv	670	2510
a41oi	7	61.3
dfxtp	391	7830
nor2	224	841
and3	15	98.8
a211oi	9	72.6
nand2	168	631
a211o	3	26.3
xor2	51	447
o21a	20	150
mux2	19	214
a311oi	4	35.0
nand2b	28	175
xnor2	125	1090
ha	341	4270
o311a	8	80.1
o211ai	14	110
nand4b	5	43.8
nor3b	8	60.1
o21ai	70	354
a21oi	109	557
a221oi	3	32.5
clkbuf	42	158
o41ai	4	50.1
or2	10	62.6
fa	447	8950
nand3	20	100
a21boi	17	128
o21bai	17	128
nand4	8	50.1
[kinds of logic (layout without fill, tap and decap cells)]
kind of cell / after synthesis / after routing
adders and majority gates: 788 / 788
buffers and inverters: 719 / 928
and+or+nand+nor: 1156 / 1156
AOI/OAI and AO/OA: 399 / 399
DFF: 391 / 391
muxes: 19 / 19
xor gates and xnor gates: 176 / 176
[metrics by stage]
stage / hold WS (ns) / setup slack, ns / util (%) / cells
detailed placement: 0.430 / 5.07 / 43.8 / 4912
finish: 0.439 / 5.05 / 45.9 / 5001
global placement: 0.417 / 5.07 / 43.8 / 4912
CTS: 0.444 / 5.03 / 45.9 / 5001
global route: 0.461 / 4.74 / 45.9 / 5001
floorplan: 0.414 / 5.34 / - / 3648
[power breakdown]
part | switching, mW | internal [mW] | leakage (nW) | total [mW]
clock network | 0.744 | 1.29 | 0.880 | 2.03
registers | 0.175 | 1.92 | 3.23 | 2.09
logic | 1.15 | 1.03 | 14.5 | 2.18
total | 2.07 | 4.23 | 18.7 | 6.31
[placed cells by master (no fill, tap or decap), drive strengths merged, types with 125 or more instances in the layout]
master / n
nor2b: 264
clkdlybuf4s50: 162
nand2: 168
ha: 341
fa: 447
and2: 335
dfxtp: 391
inv: 671
xnor2: 125
nor2: 224
[area by class of cell]
| class | count | area (sq um) | area share, % |
|---|---|---|---|
| inverters | 671 | 2520 | 6.44 |
| well taps | 1144 | 1430 | 3.66 |
| clock inverters | 31 | 494 | 1.26 |
| repair buffers | 168 | 1690 | 4.31 |
| multi-input cells | 2538 | 23900 | 61.0 |
| clock buffers | 58 | 1300 | 3.32 |
| flip-flops and latches | 391 | 7830 | 20.0 |
[routing by layer]
metal / track usage [%] / vias up / share of wire [%]
met5: 0 / - / 0
met4: 2.44 / 0 / 1.8
met3: 3.11 / 66 / 4.7
met2: 24.4 / 310 / 43
met1: 27.0 / 10700 / 51
li1: - / 11700 / -
Power and IR drop assume default switching activity.
