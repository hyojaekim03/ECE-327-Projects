==> /design/flow/config.mk <==
export PLATFORM = sky130hd
export DESIGN_NAME = ctrl
export DESIGN_NICKNAME = ctrl
export VERILOG_FILES = /design/flow/design.v
export SDC_FILE = /design/flow/constraint.sdc
export NUM_CORES = 4
export LEC_CHECK = 1
export CORE_UTILIZATION = 50
==> /design/flow/constraint.sdc <==
current_design ctrl

set clk_period 8.5
set clk_io_pct 0.2

create_clock -name clk0 -period $clk_period [get_ports {clk}]

set non_clock_inputs [all_inputs -no_clocks]
set_input_delay [expr $clk_period * $clk_io_pct] -clock clk0 $non_clock_inputs
set_output_delay [expr $clk_period * $clk_io_pct] -clock clk0 [all_outputs]
==> /design/flow/design.v <==
module ctrl # (
    parameter VEC_ADDRW = 8,
    parameter MAT_ADDRW = 9,
    parameter VEC_SIZEW = VEC_ADDRW + 1,
    parameter MAT_SIZEW = MAT_ADDRW + 1
)(
    input  clk,
    input  rst,
    input  start,
    input  [VEC_ADDRW-1:0] vec_start_addr,
    input  [VEC_SIZEW-1:0] vec_num_words,
    input  [MAT_ADDRW-1:0] mat_start_addr,
    input  [MAT_SIZEW-1:0] mat_num_rows_per_olane,
    output [VEC_ADDRW-1:0] vec_raddr,
    output [MAT_ADDRW-1:0] mat_raddr,
    output accum_first,
    output accum_last,
    output ovalid,
    output busy
);
enum {IDLE, COMPUTE} state, next_state;
logic valid_pipe;
logic [VEC_ADDRW-1:0] r_vec_base_addr;
logic [MAT_ADDRW-1:0] r_mat_base_addr;
logic [VEC_SIZEW-1:0] r_num_vec_words;
logic [MAT_SIZEW-1:0] r_num_rows; 
logic [VEC_SIZEW-1:0] vec_idx;
logic [MAT_SIZEW-1:0] row_idx;
logic [VEC_SIZEW-1:0] vec_idx_pipe [2:0];
logic [MAT_SIZEW-1:0] row_idx_pipe [2:0];
logic [MAT_ADDRW-1:0] r_mat_raddr_pipe [2:0];
logic r_ovalid_pipe [2:0];
logic [VEC_ADDRW-1:0] r_vec_raddr;
logic [MAT_ADDRW-1:0] r_mat_raddr;
logic r_accum_first;
logic r_accum_last;
logic r_ovalid;
logic r_busy;
integer i;
always_ff @(posedge clk) begin
    if (rst) begin 
        state               <= IDLE; 
        r_vec_base_addr     <= 0;
        r_mat_base_addr     <= 0;
        r_num_vec_words     <= 0;
        r_num_rows          <= 0; 
        vec_idx             <= 0; 
        row_idx             <= 0;
        valid_pipe <= 0;
    end else begin 
        state               <= next_state;
        if (state == IDLE) begin
            r_vec_base_addr     <= vec_start_addr;
            r_mat_base_addr     <= mat_start_addr;
            r_num_vec_words     <= vec_num_words;
            r_num_rows          <= mat_num_rows_per_olane;
            r_vec_raddr   = 0;
            r_mat_raddr   = 0;
            r_accum_first = 0;
            r_accum_last  = 0;
            r_ovalid      = 0;
            r_busy        = 0;
        end else begin
            if (vec_idx == r_num_vec_words - 1) begin
                vec_idx         <= 0;
                row_idx         <= row_idx + 1;
            end else begin
                vec_idx         <= vec_idx + 1;
            end
            vec_idx_pipe[0]     <= vec_idx;
            row_idx_pipe[0]     <= row_idx;
            r_ovalid            <= 1;
            r_ovalid_pipe[0]    <= r_ovalid;
            for (i = 1; i < 3; i = i + 1) begin
                vec_idx_pipe[i]     <= vec_idx_pipe[i-1];
                row_idx_pipe[i]     <= vec_idx_pipe[i-1];
                r_ovalid_pipe[i]    <= r_ovalid_pipe[i-1];
            end
            r_mat_raddr_pipe[0] <= row_idx * r_num_vec_words;
            r_mat_raddr_pipe[1] <= r_mat_raddr_pipe[0] + vec_idx_pipe[0];
            r_mat_raddr_pipe[2] <= r_mat_raddr_pipe[1] + r_mat_base_addr;
            r_mat_raddr         <= r_mat_raddr_pipe[2];
            r_vec_raddr         <= r_vec_base_addr + vec_idx_pipe[2];
            r_accum_first       <= (vec_idx_pipe[2] == 0);
            r_accum_last        <= (vec_idx_pipe[2] == r_num_vec_words - 1);
            r_busy              <= 1;
        end 
        valid_pipe <= r_ovalid_pipe[2];
    end 
end
always_comb begin: state_decoder
  case (state)
    IDLE : 
        next_state = (start) ? COMPUTE : IDLE;
    COMPUTE : 
        next_state = ((row_idx == r_num_rows) && (vec_idx == r_num_vec_words-1)) ? IDLE : COMPUTE;
    default: next_state = IDLE;
  endcase 
end
assign vec_raddr    = r_vec_raddr;
assign mat_raddr    = r_mat_raddr;
assign accum_first  = r_accum_first;
assign accum_last   = r_accum_last; 
assign ovalid       = valid_pipe;
assign busy         = r_busy;
endmodule
==> /design/flow/run.sh <==
#!/bin/bash
# OpenROAD 26Q1-2900-gdf79404cd8, Yosys 0.63+post, stock flow scripts
make -C /OpenROAD-flow-scripts/flow DESIGN_CONFIG=/design/flow/config.mk WORK_HOME=/design/flow/orfs finish
==> results.py <==
# Metrics from the implementation run
metrics = {
    "sta": {
        "worst_pin_slew_ns": 0.717,
        "setup_tns_ns": 0,
        "period_used_pct": 50.5,
        "clock_skew_ns": 0.00873,
        "worst_slack_ns": 4.20,
        "slew_headroom_pct": 51.7,
        "fin_hold_ws_ns": 0.415,
        "max_freq_ghz": 0.233,
        "rsz0062_at_grt": "no",
        "setup_viol": 0,
        "layout_min_cycle_time_ns": 4.30,
        "hold_viol_final": 0,
        "final-max-slew-violation-count": 0,
    },
    "pwr": {
        "p_sw_share_pct": 22.6,
        "p_leak_nw": 3.56,
        "internal_power_mw": 1.30,
        "pwr-share-seq_pct": 44.7,
        "netSwitchingPower_mw": 0.381,
        "powerDensity_nw_per_um2": 193,
        "peakVddDrop_v": 0.000160,
        "combPwrFrac_pct": 10.4,
        "pwr-share-clk_pct": 44.9,
    },
    "floorplan": {
        "die_w_um": 124,
        "row_count": 44,
        "ioPinCount": 60,
        "core_um2": 14500,
        "die_y_um": 124,
        "dieArea_um2": 15300,
        "fp_util_pct": 51.1,
    },
    "setup_path": {
        "r2r_cells": 14,
        "critPathSlowestCell": "dfxtp_1",
        "regToRegSetupSlack_ns": 4.20,
        "critPathRequiredTime_ns": 8.66,
        "end_kind": "register",
        "critPathArrivalTime_ns": 4.45,
        "crit_buf_inv": 3,
        "crit_start": "r_num_vec_words[2]",
        "path_max_fanout": 17,
        "reg2reg_from": "r_num_vec_words[2]",
        "path_class": "register to register",
        "crit_family": "adder cells",
        "critical_path.max_stage_delay_ns": 0.68,
        "crit_chain": "nand2_1 > fa_1 > inv_1 > fa_1 > ha_1 > inv_1 > fa_1 > inv_1 > fa_1 > a21o_1 > a21oi_1 > xnor2_1 > xnor2_1 > xnor2_1",
        "critPathLaunchType": "register",
        "cpMostUsedCell": "fa_1",
        "worstReg2RegEnd": "r_mat_raddr_pipe[0][8]",
    },
    "global_route": {
        "grt_pass1_vias": 4748,
        "antenna_found_initial": 0,
        "grt_overflow": 0,
        "grt_pass1_wl_um": 23600,
        "grt_max_degree": 62,
        "track_usage_pct": 21.6,
    },
    "yosys": {
        "synth-seq-cells": 135,
        "yosysCellCount": 688,
        "ys_seq_share_pct": 46.9,
        "async_flop_share_pct": 0,
        "most_common_cell": "edfxtp_1",
        "syn-cell-area_um2": 7400,
        "synthesis.instances": 688,
        "synthTopCellsByArea": "edfxtp_1 31%, dfxtp_1 16%, ha_1 7.3%",
        "enable_flop_cells": 77,
        "synth-main-ff-cell": "edfxtp_1",
        "ys_warn_count": 5,
        "ys_top_cells_by_count": "77 x edfxtp_1, 66 x nor2_1, 58 x dfxtp_1",
        "synth_top_area_share_pct": 31.2,
        "avgSynthCellArea_um2": 10.8,
        "ys_types": 47,
        "yosysTopAreaCell": "edfxtp_1",
        "ys_area_um2": 7400,
    },
    "clock_tree": {
        "clockRootBuffer": "clkbuf_16",
        "cts_made_buffers": 17,
        "clockBufferDepth": 2,
        "htreeDepth": 4,
        "clk_latency_ns": 0.41,
        "path_clk_slew_ns": 0.05,
        "cts.sinks": 135,
        "cts-resized-gates": 0,
        "holdBufCountCts": 0,
        "cts_tree": "yes",
        "cts_setup_buffers": 0,
    },
    "min_path": {
        "hold_depth": 0,
        "worstHoldStart": "vec_idx_pipe[1][3]",
        "holdPathEnd": "vec_idx_pipe[2][3]",
        "hold_class": "register to register",
    },
    "finish": {
        "drive_gt1_share_pct": 6.39,
        "instances_no_fill": 935,
        "areaGrowthSynthToFinish_pct": 18.1,
    },
    "detailed_routing": {
        "dr.pass1.iters": 6,
        "finalWirelength_um": 14600,
        "wl_per_cell_um": 15.6,
        "antenna_cells": 0,
        "routed_via_density": 5.33,
        "vias": 4988,
        "detail-route-antenna-nets": 0,
        "drc": 0,
        "drt-initial-drc-count": 260,
    },
    "job": {
        "drv_cap": 0,
        "warning_count": 25,
    },
    "placed_design": {
        "dpl.hpwl_um": 10500,
        "dp_worst_setup_slack_ns": 4.20,
        "gp_congestion": 0.839,
        "io_buffers": 59,
        "place_inst": 903,
    },
    "outcome": {
        "status": "finished clean",
    },
}
-- how the worst max path moves through the flow --
stage / endpoint / slack, ns / cells past startpoint
after CTS: r_mat_raddr_pipe[0][8] / 4.18 / 14
after global routing: r_mat_raddr_pipe[0][8] / 3.92 / 14
final: r_mat_raddr_pipe[0][8] / 4.20 / 14
-- cells by family after synthesis --
family | synth area share, %
AND/OR/NAND/NOR | 15.0
flip-flops | 46.9
XOR/XNOR | 9.11
buffers and inverters | 4.01
AND-OR/OR-AND | 6.10
adder cells (fa/ha/maj) | 13.0
multiplexers | 5.90
-- placed cells by master (no fill, tap or decap), drive strengths merged, types with 2 or more instances in the layout --
cell	netlist	final
and4	2	2
bufinv	0	4
xnor2	55	55
a21o	8	8
edfxtp	77	77
fa	21	21
nand3	9	9
a221oi	3	3
a31oi	6	6
xor2	22	22
clkinv	0	7
buf	8	7
nand2	50	50
a21oi	24	24
clkbuf	26	19
inv	42	44
nor3b	2	2
o21bai	4	4
nor4	6	6
o21ai	13	13
nor2	66	66
o211ai	2	2
ha	43	43
mux2i	38	38
nand4	16	16
and3	7	7
clkdlybuf4s50	0	58
nand2b	3	3
nor2b	24	24
dfxtp	58	58
mux2	5	5
nor3	15	15
o21a	4	4
o31ai	2	2
or4	3	3
and2	13	13
or3	4	4
-- flip-flops by register name, indices dropped and copies added (netlist names) --
name              cells
r_ovalid_pipe         3
r_mat_raddr_pipe     27
vec_idx_pipe         27
valid_pipe            1
vec_idx               9
state                 2
r_busy                1
r_accum_first         1
row_idx              10
r_mat_base_addr       9
r_vec_raddr           8
r_accum_last          1
r_mat_raddr           9
r_num_rows           10
r_vec_base_addr       8
r_num_vec_words       9
-- per-stage QoR --
stage | util [%] | area, um2 | power, mW
after floorplan | - | 7400 | 0.880
after global placement | 56.2 | 8130 | 0.940
after detailed placement | 56.2 | 8130 | 0.943
after CTS | 60.4 | 8740 | 1.70
after global routing | 60.4 | 8740 | 1.76
final | 60.4 | 8740 | 1.68
-- power groups by stage --
stage / clock [mW] / combinational (mW) / sequential, mW
finish: 0.756 / 0.175 / 0.753
global route: 0.802 / 0.196 / 0.757
CTS: 0.769 / 0.177 / 0.753
-- metal layers --
metal,global-route usage [%],share of wire [%]
met1,32.0,44
met2,34.2,48
met3,5.28,6.1
met4,4.44,2.1
met5,0,0
-- final cells by class --
cell class / count / area (um2)
flip-flops and latches: 135 / 3470
well taps: 184 / 230
clock inverters: 13 / 176
repair buffers: 65 / 631
clock buffers: 19 / 433
inverters: 42 / 158
fillers: 1141 / 5740
multi-input cells: 477 / 3640
No activity file was given, so power comes from the tool's default toggle rates.
