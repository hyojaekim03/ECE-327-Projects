--- ./run.sh ---
#!/bin/bash
# OpenROAD 26Q1-2900-gdf79404cd8, Yosys 0.63+post, stock flow scripts
make -C /OpenROAD-flow-scripts/flow DESIGN_CONFIG=/design/flow/config.mk WORK_HOME=/design/flow/orfs finish
--- ./config.mk ---
export PLATFORM = sky130hd
export DESIGN_NAME = tanh
export DESIGN_NICKNAME = tanh
export VERILOG_FILES = /design/flow/design.v
export SDC_FILE = /design/flow/constraint.sdc
export NUM_CORES = 4
export LEC_CHECK = 1
export CORE_UTILIZATION = 50
--- ./constraint.sdc ---
current_design tanh

set clk_period 8.5
set clk_io_pct 0.2

create_clock -name clk0 -period $clk_period [get_ports {clk}]

set non_clock_inputs [all_inputs -no_clocks]
set_input_delay [expr $clk_period * $clk_io_pct] -clock clk0 $non_clock_inputs
set_output_delay [expr $clk_period * $clk_io_pct] -clock clk0 [all_outputs]
--- ./design.v ---
module tanh (
    input  clk,          
    input  rst,          
    input  [13:0] i_x,   
    input  i_valid,      
    output o_ready,      
    output [13:0] o_fx,  
    output o_valid,      
    input  i_ready       
);
localparam signed [13:0] A0 = 14'b11101010101011;  
localparam signed [13:0] A1 = 14'b00001000100010;  
localparam signed [13:0] A2 = 14'b11111100100011;  
localparam signed [13:0] A3 = 14'b00000001011001;  
localparam signed [13:0] A4 = 14'b11111111011100;  
logic signed [13:0] x_pipeline [0:19];  
logic signed [13:0] x2_pipeline[0:14];  
logic signed [13:0] result_pipeline[0:12];  
logic               valid_pipeline[0:19];  
logic signed [27:0] mul_stage[0:6];  
integer i;
always_ff @(posedge clk) begin
    if (rst) begin  
        for (i = 0; i <= 19; i++) begin
            x_pipeline[i]      <= 0;
            x2_pipeline[i]     <= 0;
            valid_pipeline[i]  <= 0;
        end
        for (i = 0; i <= 12; i++) begin
            result_pipeline[i] <= 0;
        end
        for (i = 0; i <= 6; i++) begin
            mul_stage[i] <= 0;
        end
    end else if (i_ready) begin
        x_pipeline[0]      <= i_x;
        valid_pipeline[0]  <= i_valid;
        mul_stage[0]       <= $signed(x_pipeline[0]) * $signed(x_pipeline[0]);
        x_pipeline[1]      <= x_pipeline[0];
        valid_pipeline[1]  <= valid_pipeline[0];
        result_pipeline[1] <= mul_stage[0] >>> 12;
        x2_pipeline[2]     <= mul_stage[0] >>> 12;
        x_pipeline[2]      <= x_pipeline[1];
        valid_pipeline[2]  <= valid_pipeline[1];
        mul_stage[1]       <= $signed(result_pipeline[1]) * A4;
        x_pipeline[3]      <= x_pipeline[2];
        x2_pipeline[3]     <= x2_pipeline[2];
        valid_pipeline[3]  <= valid_pipeline[2];
        result_pipeline[2] <= mul_stage[1] >>> 12;
        x_pipeline[4]      <= x_pipeline[3];
        x2_pipeline[4]     <= x2_pipeline[3];
        valid_pipeline[4]  <= valid_pipeline[3];
        result_pipeline[3] <= result_pipeline[2] + A3;
        x_pipeline[5]      <= x_pipeline[4];
        x2_pipeline[5]     <= x2_pipeline[4];
        valid_pipeline[5]  <= valid_pipeline[4];
        mul_stage[2]       <= $signed(result_pipeline[3]) * $signed(x2_pipeline[5]);
        x_pipeline[6]      <= x_pipeline[5];
        x2_pipeline[6]     <= x2_pipeline[5];
        valid_pipeline[6]  <= valid_pipeline[5];
        result_pipeline[4] <= mul_stage[2] >>> 12;
        x_pipeline[7]      <= x_pipeline[6];
        x2_pipeline[7]     <= x2_pipeline[6];
        valid_pipeline[7]  <= valid_pipeline[6];
        result_pipeline[5] <= result_pipeline[4] + A2;
        x_pipeline[8]      <= x_pipeline[7];
        x2_pipeline[8]     <= x2_pipeline[7];
        valid_pipeline[8]  <= valid_pipeline[7];
        mul_stage[3]       <= $signed(result_pipeline[5]) * $signed(x2_pipeline[8]);
        x_pipeline[9]      <= x_pipeline[8];
        x2_pipeline[9]     <= x2_pipeline[8];
        valid_pipeline[9]  <= valid_pipeline[8];
        result_pipeline[6] <= mul_stage[3] >>> 12;
        x_pipeline[10]     <= x_pipeline[9];
        x2_pipeline[10]    <= x2_pipeline[9];
        valid_pipeline[10] <= valid_pipeline[9];
        result_pipeline[7] <= result_pipeline[6] + A1;
        x_pipeline[11]     <= x_pipeline[10];
        x2_pipeline[11]    <= x2_pipeline[10];
        valid_pipeline[11] <= valid_pipeline[10];
        mul_stage[4]       <= $signed(result_pipeline[7]) * $signed(x2_pipeline[11]);
        x_pipeline[12]     <= x_pipeline[11];
        x2_pipeline[12]    <= x2_pipeline[11];
        valid_pipeline[12] <= valid_pipeline[11];
        result_pipeline[8] <= mul_stage[4] >>> 12;
        x_pipeline[13]     <= x_pipeline[12];
        x2_pipeline[13]    <= x2_pipeline[12];
        valid_pipeline[13] <= valid_pipeline[12];
        result_pipeline[9] <= result_pipeline[8] + A0;
        x_pipeline[14]     <= x_pipeline[13];
        x2_pipeline[14]    <= x2_pipeline[13];
        valid_pipeline[14] <= valid_pipeline[13];
        mul_stage[5]       <= $signed(result_pipeline[9]) * $signed(x2_pipeline[14]);
        x_pipeline[15]     <= x_pipeline[14];
        valid_pipeline[15] <= valid_pipeline[14];
        result_pipeline[10] <= mul_stage[5] >>> 12;
        x_pipeline[16]      <= x_pipeline[15];
        valid_pipeline[16]  <= valid_pipeline[15];
        mul_stage[6]       <= $signed(result_pipeline[10]) * $signed(x_pipeline[16]);
        x_pipeline[17]     <= x_pipeline[16];
        valid_pipeline[17] <= valid_pipeline[16];
        result_pipeline[11] <= mul_stage[6] >>> 12;
        x_pipeline[18]      <= x_pipeline[17];
        valid_pipeline[18]  <= valid_pipeline[17];
        result_pipeline[12] <= result_pipeline[11] + x_pipeline[18];
        valid_pipeline[19]  <= valid_pipeline[18];
    end
end
assign o_fx    = result_pipeline[12];
assign o_valid = valid_pipeline[19];
assign o_ready = i_ready;
endmodule
==> run summary <==
Physical implementation

The Yosys step of the flow raised 6 warnings. The CTS report gives the tree buffer count as 82. Per the detailed placement report, the placed cell area equals 67700 µm².

Summing over the stages, the warning tally comes to 35. Post-route period utilization is reported as 80.2%. The routed layout reports a DRC error count of 0.

The count of cells resized by post-cts repair is 0. The initial antenna violation count is 1. The first global-routing pass estimated 220000 µm of wire. The worst-case headroom to the max-slew limit is 41.3%. The count of non-filler cells in the finished layout is 8522.

In the synthesized netlist the dominant register cell turns out to be sky130_fd_sc_hd__dfxtp_1. The total setup buffers inserted after CTS is 0. In this run the layout overhead on the synthesized area is reported as 7.01%. Entering global routing, the biggest net connects 143 pins. The most critical min-delay path falls under flop to flop.

Counting endpoints that fail hold in the final report gives 0. Setup repair after global routing left no endpoint under its margin. The placement report lists the number of port buffers as 33.

After floorplanning, the core was divided into 132 placement rows. Pins over their slew limit in the final report were tallied at 0. For the pin with the worst max-slew slack, the measured transition is 0.879 ns. Using the TritonRoute via totals, the vias-per-cell ratio works out to 4.92. The kind of start point of the critical path is a flop. The placer's final routability congestion estimate is 0.877. The number of nets with antenna violations after detailed routing is 0. The worst setup path is captured at a flop.

The yosys cell count is 6867. The flow ran to the end, and the final reports show no timing, DRC or antenna violations. The total number of vias is 41900. The clock root buffer master is sky130_fd_sc_hd__clkbuf_16. The chip occupies 133000 µm².

The worst clock skew on the final layout is 0.0775 ns. The synthesized area divided by synthesized cell count is 9.60 µm². For this run the aggregate overflow at the end of global routing stands at 0. Counting every instance in the synthesized netlist gives 6867. The largest voltage drop on the vdd net is 163 µV. The count of routing violations after the opening detailed-route iteration is 1451. The number of unique standard cell types used by synthesis is 72. The total negative setup slack is 0 ns.

The number of global-route vias before repair is 43500. Along the worst path, the maximum fanout reaches 17. TritonCTS built the clock tree. The most common logic cell in the final layout is sky130_fd_sc_hd__inv_1. According to the Yosys statistics, the synthesized design has a chip area of 65900 µm². Pin placement for this block handled 34 I/O pins.

The number of placed instances, taps included is 8375. The script logs the mean routed wire length per placed instance as 14.8 µm. After synthesis, the largest area contributor takes up 32.5% of total cell area. The synthesis report gives the async set-or-reset register share as 0%. The utilization after layout is 54.2%.

In the post-route report, total wirelength is listed as 127000 µm. The library cells used most frequently in the layout, excluding fill and tap cells, are 1267 x sky130_fd_sc_hd__inv_1, 1070 x sky130_fd_sc_hd__fa_1, 744 x sky130_fd_sc_hd__nor2_1. The synthesized design contains 0 enable-type register cells. The share of synthesized area occupied by flip-flops and latches is 21.4%. With fillers left out, the area of the finished cells amounts to 70500 µm². The total global-route track usage is 21.6%.

The biggest area consumer among synthesized cells is sky130_fd_sc_hd__fa_1. Ranked by total cell area, the synthesized netlist is headed by sky130_fd_sc_hd__fa_1 32%, sky130_fd_sc_hd__dfxtp_1 21%, sky130_fd_sc_hd__mux2i_1 9.1%, sky130_fd_sc_hd__ha_1 8.1%, sky130_fd_sc_hd__inv_1 7.2%. The die width is 365 µm. The vertical die dimension is 365 µm. The antenna diode instance count is 0. The proportion of layout cells with a drive suffix above 1 is 3.22%. For this run, the top clock speed supported by timing is 147 MHz.

The clock-pin slew on the worst setup and hold paths is 0.06 ns. The type of the worst setup path is flop to flop. The number of hold buffers added after CTS was 0. CTS reports a maximum clock tree buffer depth of 3.

The logic area is 45800 µm². Yosys reported a register bit count of 706. The synthesized area is 65900 µm². The clock tree has to reach 706 sinks. The initial utilization of the core area, before any placement, comes to 50.6%.

Max-cap violations in this run came to 0. The half-perimeter wire length of the detailed placement result is 95100 µm. Counting the fill cells in the layout gives 11600.

The core box area is 130000 µm². The leakage power is 35.6 nW. The data arrival time at the worst-slack endpoint is 7.38 ns. The layout report lists the combined flip-flop and latch area as 14100 µm².

The last timing report of the flow puts the setup violation total at 0. The H-tree was split into 3 levels. The minimum clock period after layout is 6.81 ns. Per the summary, power density relative to cell area is 117 nW/µm². The required time at the worst endpoint is listed as 9.06 ns. The clock latency on the worst-skew pair is 0.72 ns. The first detailed-routing pass took 5 iterations.
-- final timing paths --
check,to,start,slack [ns],cells after the start
setup / recovery,mul_stage[0][25],x_pipeline[0][2],1.69,23
hold / removal,mul_stage[2][23],mul_stage[2][23],0.45,2
setup reg to reg,mul_stage[0][25],x_pipeline[0][2],1.69,23
hold reg to reg,mul_stage[2][23],mul_stage[2][23],0.45,2
-- cell usage after synthesis (all sizes together) (22+ instances only) --
cell type	count
o21ai	75
a21o	32
buf	64
nand3	23
nor2b	61
nand2b	32
nand2	500
xnor2	148
a21oi	80
nor3	22
clkbuf	255
and2	500
xor2	64
a211oi	41
nor2	746
fa	1070
mux2i	602
ha	426
dfxtp	706
inv	1268
-- layer usage --
metal | routed length, µm | part of all wire [%] | track usage, % | vias up
met5 | 0 | 0 | 0 | -
met4 | 1720 | 1.4 | 2.67 | 0
met3 | 8050 | 6.4 | 6.38 | 122
met2 | 57500 | 45 | 32.4 | 674
met1 | 59200 | 47 | 34.0 | 20500
li1 | - | - | - | 20600
-- power by group --
| part | total, mW | switching [mW] | leakage, nW | internal [mW] |
|---|---|---|---|---|
| clock | 3.67 | 1.52 | 1.37 | 2.16 |
| combinational | 1.07 | 0.588 | 28.5 | 0.479 |
| sequential | 3.52 | 0.127 | 5.71 | 3.39 |
-- per-stage QoR --
step                hold slack [ns]  total power, mW  setup WS (ns)
floorplan                     0.401             4.41           2.42
global placement              0.435             4.65           1.80
detailed placement            0.446             4.67           1.70
CTS                           0.454             8.40           1.68
global route                  0.484             8.67           1.22
finish                        0.455             8.26           1.69
-- worst max-delay path: stages (launching register included) --
cell and delay [ns]:
sky130_fd_sc_hd__dfxtp_1 0.73, sky130_fd_sc_hd__inv_1 0.27, sky130_fd_sc_hd__nor2_1 0.29, sky130_fd_sc_hd__fa_1 0.47
sky130_fd_sc_hd__inv_1 0.08, sky130_fd_sc_hd__fa_1 0.15, sky130_fd_sc_hd__inv_1 0.05, sky130_fd_sc_hd__fa_1 0.53
sky130_fd_sc_hd__inv_1 0.06, sky130_fd_sc_hd__fa_1 0.53, sky130_fd_sc_hd__inv_1 0.05, sky130_fd_sc_hd__fa_1 0.47
sky130_fd_sc_hd__inv_1 0.05, sky130_fd_sc_hd__fa_1 0.47, sky130_fd_sc_hd__inv_1 0.04, sky130_fd_sc_hd__ha_1 0.28
sky130_fd_sc_hd__a21oi_1 0.18, sky130_fd_sc_hd__a21oi_1 0.14, sky130_fd_sc_hd__o31ai_1 0.66, sky130_fd_sc_hd__a21oi_1 0.38
sky130_fd_sc_hd__o221ai_1 0.36, sky130_fd_sc_hd__o21bai_1 0.13, sky130_fd_sc_hd__xnor2_1 0.14, sky130_fd_sc_hd__a22o_1 0.19
-- final cells by class --
type	count	share of cell area (%)
inverters	1269	6.75
multi-input cells	4573	65.0
well taps	1742	3.09
repair buffers	85	1.07
clock buffers	107	3.20
clock inverters	40	0.878
flip-flops and latches	706	20.0
-- flip-flops by register name, indices dropped and copies added, names as in the netlist --
register         count
result_pipeline    145
mul_stage           94
valid_pipeline      20
x_pipeline         265
x2_pipeline        182
-- cell families after synthesis --
logic type	synth area share [%]
simple gates	13.6
buf+inv	9.05
fa+ha+maj	40.6
flops	21.4
mux	9.18
compound gates	3.37
xor+xnor	2.82
Power is estimated from default activity; no workload was simulated.
